**./run.sh**
```bash
#!/bin/bash
# OpenROAD 26Q1-2900-gdf79404cd8, Yosys 0.63+post, stock flow scripts
make -C /OpenROAD-flow-scripts/flow DESIGN_CONFIG=/design/flow/config.mk WORK_HOME=/design/flow/orfs finish
```
**./config.mk**
```make
export PLATFORM = sky130hd
export DESIGN_NAME = maze
export DESIGN_NICKNAME = maze
export VERILOG_FILES = /design/flow/design.v
export SDC_FILE = /design/flow/constraint.sdc
export NUM_CORES = 4
export LEC_CHECK = 1
export CORE_UTILIZATION = 40
```
**./constraint.sdc**
```tcl
current_design maze

set clk_period 3.5
set clk_io_pct 0.2

create_clock -name clk0 -period $clk_period [get_ports {clk}]

set non_clock_inputs [all_inputs -no_clocks]
set_input_delay [expr $clk_period * $clk_io_pct] -clock clk0 $non_clock_inputs
set_output_delay [expr $clk_period * $clk_io_pct] -clock clk0 [all_outputs]
```
**./design.v**
```verilog
`timescale 1ns / 1ps
module maze(
input 		clk,
input[5:0] 	starting_col, starting_row, 		 
input 		maze_in, 							 
output reg[5:0] row, col, 							 
output reg		maze_oe,							 
output reg 		maze_we, 							 
output reg		done);		 						 
reg[5 : 0] last_row, last_col;		 
reg[4 : 0] state = 10, next_state;
reg[1 : 0] dir = 0;		 
always @(posedge clk) begin
	state <= next_state;
end
always @(*) begin
	maze_oe = 0;
	maze_we = 0;
	done = 0;
	case(state)
		10: begin
			row = starting_row;
			col = starting_col;
			maze_we = 1;
			next_state = 15;
		end
		15: begin		 
			last_row = row;
			last_col = col;
			case(dir)
				0: begin
					row = row - 1;
				end
				1: begin
					row = row + 1;
				end
				2: begin
					col = col + 1;
				end
				3: begin
					col = col - 1;
				end
			endcase
			maze_oe = 1;
			next_state = 15 + 1;
		end
		15 + 'd1: begin		 
			if(maze_in == 1) begin		 
				row = last_row;	
				col = last_col;
				dir = dir + 1;
				next_state = 15;
			end
			else begin
				maze_we = 1;
				next_state = 20;
			end
		end
		20: begin		 
			last_row = row;
			last_col = col;
			case(dir)
				0: begin
					col = col + 1;
				end
				1: begin
					col = col - 1;
				end
				2: begin
					row = row + 1;
				end
				3: begin
					row = row - 1;
				end
			endcase
			maze_oe = 1;
			next_state = 20 + 1;
		end
		20 + 'd1: begin		 
			if(maze_in == 1) begin
				row = last_row;
				col = last_col;
				next_state = 25;
			end
			else begin
				case(dir)
					0: begin
						dir = 2;
					end
					1: begin
						dir = 3;
					end
					2: begin
						dir = 1;
					end
					3: begin
						dir = 0;
					end
				endcase
				maze_we = 1;
				next_state = 30;
			end
		end
		25: begin		 
			last_row = row;
			last_col = col;
			case(dir)
				0: begin
					row = row - 1;
				end
				1: begin
					row = row + 1;
				end
				2: begin
					col = col + 1;
				end
				3: begin
					col = col - 1;
				end
			endcase
			maze_oe = 1;
			next_state = 25 + 'd1;
		end
		25 + 'd1: begin		 
			if(maze_in == 1) begin
				row = last_row;
				col = last_col;
				case(dir)
					0: begin
						dir = 3;
					end
					1: begin
						dir = 2;
					end
					2: begin
						dir = 0;
					end
					3: begin
						dir = 1;
					end
				endcase
			end
			else begin
				maze_we = 1;
			end
			next_state = 30;
		end
		30: begin		 
			if(maze_in == 0 &&(row == 0 || row == 63 || col == 0 || col == 63)) begin
				done = 1;
				maze_we = 1;
			end
			else begin
				next_state = 20;
			end
		end
	endcase
end
endmodule
```
==> qor.yml <==
met2_length_mm: 2.42
gp_congestion: 0.953
grt_overflow: 0
portBuffers: 28
tightest_slew_ps: 777
wl_met3_um: 178
m1WireLength_mm: 2.56
hp-class: "register to primary output"
max_freq_mhz: 333
h-tree-depth: 1
drt_iter0_drc: 180
endpoint_kind: "primary output"
synth.distinct_cells: 66
dieArea_sq_um: 5660
critPathRequiredTime_ps: 2800
hold_depth: 3
slowest_stage: "clkdlybuf4s50_1"
die_y_um: 75.2
drive_gt1_share_pct: 8.42
untimed_endpoints: 48
cts_hold_buffers: 0
edf_count: 0
setup_viol: 0
crit_cells: 5
max_slew_margin_pct: 48.1
top_layer_used: "met3"
p_leak_nw: 0.982
ioPinCount: 29
finalClockPeriodUsage_pct: 85.8
rsz0062_at_grt: "no"
total_power_w: 0.00121
via_per_inst: 5.82
regArea_sq_um: 566
postRouteAntennaNets: 0
first_pass_iters: 4
n_antenna_cell: 0
cp_top_family: "buffers and inverters"
worst-path-buf-inv: 2
crit_path_max_incr_delay_ps: 560
crit_path_max_fanout: 10
cp-start-kind: "input port"
maxCapViolCount: 0
vias: 2067
crit_type: "input port to primary output"
row_count: 26
comb_area_sq_um: 1400
cts_tree: "done"
place_hpwl_mm: 3.81
worst_ep_arrival_time_ps: 2300
drc: 0
synthCells: 270
initCoreUtil_pct: 41.7
syn-cell-area_sq_um: 2150
peakVddDrop_v: 0.000424
maxSlewViolCount: 0
yosys_area_sq_um: 2150
fin_crit_ps: 3000
cts_buffer_depth: 2
tool_warnings: 31
path_common_cell: "clkdlybuf4s50_1"
grt_pass1_wl_mm: 8.75
avgSynthCellArea_sq_um: 7.95
track_usage_pct: 20.3
clk_pin_slew_ps: 30
final_core_util_pct: 47.6
status: "finished clean"
async_reset_ff_share_pct: 0
cp_cell_sequence: "clkdlybuf4s50_1 > nor4b_1 > nand2_1 > o221ai_1 > clkdlybuf4s50_1"
area_delta_synth_final_pct: 14.0
yosys_cells: 270
routed_wl_mm: 5.17
wl_per_cell_um: 14.6
fin_setup_tns_ps: 0
hold_violations: 0
grt_start_max_net_pins: 23
ff_type: "dlxtn_1"
dieWidth_um: 75.2
cts_setup_buffers: 0
antenna_found_initial: 0
grt_pass1_vias: 1813
cts_resized: 0
cts_root_buf: "clkbuf_8"
yosys_warnings: 103
power_density_nw_per_um2: 496
ys.flops: 36
fp.coreArea_sq_um: 5140
numCtsBuffers: 3
unclocked_regs: 31
fillCellCount: 547
-- power breakdown --
part | internal (W) | switching (W) | total [W]
logic | 0.000327 | 0.000475 | 0.000801
registers | 0.000199 | 0.000110 | 0.000310
clock network | 0.0000779 | 0.0000256 | 0.000104
-- logic make-up after synthesis --
family | share of synthesized area [%]
AND/OR/NAND/NOR | 24.7
AND-OR/OR-AND | 27.6
buffers and inverters | 8.40
latches | 21.7
XOR/XNOR | 4.84
adder cells (fa/ha/maj) | 5.71
multiplexers | 2.39
flip-flops | 4.66
-- cell type report --
cell class                      count  area share [%]
Inverter                           12            1.84
Sequential cell                    36            23.1
Clock buffer                        4            1.84
Timing Repair Buffer               31            12.4
Tap cell                           70            3.58
Multi-Input combinational cell    202            57.2
-- placed cells by master, fill, tap and decap left out, types with 3 or more instances in the layout --
master and instances:
mux2i_1 4, o221ai_1 5, nor2_1 22, xnor2_1 6
nand2_1 19, clkdlybuf4s50_1 28, nand3_1 10, nor3b_1 6
nand4_1 5, a31oi_1 5, dlxtn_1 31, clkbuf_8 3
dfxtp_1 5, inv_1 11, o22ai_1 5, a22o_1 4
o21ai_1 4, and3_1 3, ha_1 9, a22oi_1 4
nor3_1 7, xor2_1 4, o21ai_0 14, a21oi_1 16
nor2b_1 3, buf_4 3
-- tightest hold or removal path: cells and delay by family (launching register included) --
family / cells / cell delay [ps]
buf+inv: 2 / 680
compound gates: 1 / 190
flops: 1 / 380
-- final timing paths --
check	to	slack, ps	from
setup / recovery	maze_we	500	maze_in
hold / removal	maze_we	2170	state[4]
-- cell usage after synthesis, drive strengths merged, types with 2 or more instances --
| library cell | number | area share, % |
|---|---|---|
| mux2i | 4 | 1.9 |
| nor2 | 24 | 4.4 |
| nand3 | 10 | 2.3 |
| o2bb2ai | 3 | 1.5 |
| o22ai | 6 | 2.0 |
| o211ai | 2 | 0.93 |
| nor3b | 8 | 3.6 |
| a221oi | 2 | 1.1 |
| ha | 9 | 5.2 |
| xnor2 | 6 | 2.4 |
| dlxtn | 31 | 22 |
| nor2b | 3 | 0.87 |
| a32oi | 2 | 0.82 |
| nand2 | 21 | 3.9 |
| a21boi | 2 | 0.70 |
| a22oi | 4 | 1.4 |
| buf | 14 | 5.2 |
| and3 | 3 | 0.87 |
| a222oi | 2 | 0.93 |
| dfxtp | 5 | 4.7 |
| nor3 | 7 | 1.6 |
| or3b | 2 | 0.93 |
| a22o | 4 | 1.6 |
| nand4 | 5 | 1.5 |
| o21ai | 18 | 4.2 |
| o221ai | 5 | 2.0 |
| a31oi | 5 | 1.5 |
| inv | 12 | 2.1 |
| or3 | 2 | 0.58 |
| a21oi | 18 | 4.9 |
| a221o | 2 | 0.93 |
| nor4b | 2 | 0.82 |
| xor2 | 5 | 2.4 |
| clkbuf | 6 | 1.0 |
-- layer usage --
layer / up-vias / global-route usage (%)
met5: - / 0
met4: 0 / 0.823
met3: 0 / 0.950
met2: 55 / 34.0
met1: 983 / 31.1
li1: 1029 / -
-- flip-flops by register name (all words and copies together) (netlist names) --
register and flops:
state 5, dir 2, next_state 5, last_row 6, row 6, col 6
last_col 6
-- stage by stage --
| stage | cells | cell area, sq um | hold WS (ps) | setup slack [ps] |
|---|---|---|---|---|
| 4_1_cts | 355 | 2450 | 2170 | 493 |
| 6_report | 355 | 2450 | 2170 | 497 |
| 3_5_place_dp | 351 | 2400 | 1930 | 498 |
| 3_3_place_gp | 351 | 2400 | 1940 | 499 |
| 2_1_floorplan | 270 | 2150 | 1320 | 1520 |
| 5_1_grt | 355 | 2450 | 2270 | 305 |
Power and IR drop assume default switching activity.
